`run.sh`:
```
#!/bin/bash
# OpenROAD 26Q1-2900-gdf79404cd8, Yosys 0.63+post, stock flow scripts
make -C /OpenROAD-flow-scripts/flow DESIGN_CONFIG=/design/flow/config.mk WORK_HOME=/design/flow/orfs finish
```
`constraint.sdc`:
```
current_design ring_counter

set clk_period 5.5
set clk_io_pct 0.2

create_clock -name clk0 -period $clk_period [get_ports {clk}]

set non_clock_inputs [all_inputs -no_clocks]
set_input_delay [expr $clk_period * $clk_io_pct] -clock clk0 $non_clock_inputs
set_output_delay [expr $clk_period * $clk_io_pct] -clock clk0 [all_outputs]
```
`design.v`:
```
`timescale 1ns / 1ps
module ring_counter(q,clk,clr );
    input clk,clr;
    output reg[3:0] q;
    reg [27:0] clkdiv;
    always@(posedge clk)
    begin
        if(clr==1)
            clkdiv<=0;
        else clkdiv<=clkdiv+1;
    end
    always@(posedge clkdiv[25])
    begin
        if(clr==1)
            q<=4'b1000;
       else begin
            q[3]<=q[0];
            q[2]<=q[3];
            q[1]<= q[2];
            q[0]<=q[1];
            end 
    end
endmodule
```
`config.mk`:
```
export PLATFORM = sky130hd
export DESIGN_NAME = ring_counter
export DESIGN_NICKNAME = ring_counter
export VERILOG_FILES = /design/flow/design.v
export SDC_FILE = /design/flow/constraint.sdc
export NUM_CORES = 4
export LEC_CHECK = 1
export CORE_AREA = 10 10 88 88
export DIE_AREA = 0 0 98 98
```
==> flow_metrics.py <==
# Metrics from the implementation run
metrics = {
    "status": {
        "outcome": "finished clean",
    },
    "yosys": {
        "ys.flops": 30,
        "ys_area_um2": 1260,
        "ys_cells": 142,
        "synth_warnings": 1,
        "synth_cell_type_count": 25,
        "most_common_cell": "dfxtp_1",
        "async_flop_share": 0,
        "synthTopCellsByCount": "30 x dfxtp_1, 16 x nor2_1, 9 x a21oi_1, 9 x xnor2_1",
        "post-synth-top-area-cell": "dfxtp_1",
        "synth_top_flop_cell": "dfxtp_1",
        "synth_top_area_share": 0.475,
        "area_leaders": "dfxtp_1 48%, xnor2_1 6.2%, nor2_1 4.8%",
        "syn_area_per_cell_um2": 8.90,
        "netlist_instances": 142,
        "edf_count": 0,
        "ys_seq_frac": 0.475,
        "syn-cell-area_um2": 1260,
    },
    "pwr": {
        "leakagePower_nw": 0.454,
        "p_int_uw": 291,
        "p_switching_uw": 66.1,
        "power_frac_comb": 0.025,
        "vdd_drop_max_uv": 90.7,
        "p_seq_frac": 0.538,
        "p_per_area_nw_per_um2": 243,
        "clkPwrFrac": 0.437,
        "switching_share": 0.185,
    },
    "grt": {
        "grtUsageTotal": 0.0427,
        "grt_pass1_vias": 853,
        "grt_pass1_wl_um": 3720,
        "antenna_found_initial": 0,
        "grt_max_degree": 33,
        "grt-ovfl-total": 0,
    },
    "worst_setup_path": {
        "critPathKind": "register to register",
        "r2r_end": "clkdiv[20]$_SDFF_PP0_",
        "crit_start": "clkdiv[0]$_SDFF_PP0_",
        "crit_arrival_ns": 2.27,
        "cp_max_fo": 7,
        "endpoint": "clkdiv[20]$_SDFF_PP0_",
        "required_ns": 5.70,
        "r2r-start": "clkdiv[0]$_SDFF_PP0_",
        "worstSetupEndpointType": "register",
        "r2r_slack_ns": 3.43,
        "reg2regPathDepth": 5,
        "start_kind": "register",
    },
    "placement": {
        "dpl.cell_count": 218,
        "hpwl_um": 1480,
        "gp_congestion": 0.788,
        "dp_slack_ns": 3.17,
        "portBuffers": 5,
    },
    "sta": {
        "skew_ns": 0.00413,
        "fmaxAchievable_mhz": 484,
        "grt_setup_unrepaired": "false",
        "holdWs_ns": 0.466,
        "tightest_slew_ns": 0.445,
        "fin_setup_tns_ns": 0,
        "setup_ws_ns": 3.43,
        "finalCritPeriodShare": 0.376,
        "finalSetupViolations": 0,
        "untimed_endpoints": 8,
        "unclocked_regs": 4,
        "finalCriticalPeriod_ns": 2.07,
        "hold_viol_final": 0,
        "drv_slew": 0,
        "max_slew_margin": 0.700,
    },
    "drt": {
        "drt_iter0_markers": 49,
        "remaining_drc_errors": 0,
        "antennaDiodeCount": 0,
        "drtAntennaViolNets": 0,
        "routed_wl_um": 2070,
        "firstDrtPassIters": 4,
        "vias": 925,
        "viasPerCell": 4.17,
        "wl_per_cell_um": 9.33,
    },
    "hold_path": {
        "hold_class": "register to register",
        "worst_hold_path.num_cells": 1,
    },
    "cts": {
        "hold_buffers": 0,
        "root_buffer": "clkbuf_8",
        "max-clock-path-buffers": 2,
        "htree_levels": 1,
        "cts_resized": 0,
        "path_clk_slew_ns": 0.09,
        "post-cts-setup-buffers": 0,
        "clkLatencyLatePin_ns": 0.27,
        "cts_inserted_buffers": 3,
        "cts_tree": "built",
    },
    "floorplanning": {
        "die_h_um": 98,
        "coreArea_um2": 5920,
        "initial_core_util": 0.213,
        "die-area_um2": 9600,
        "ioPinCount": 6,
        "fp-row-count": 28,
        "chipWidth_um": 98,
    },
    "run": {
        "drv_cap": 0,
        "warning_count": 25,
    },
    "finish": {
        "area_growth_pct": 16.0,
        "final_cells": 222,
        "drive_gt1_frac": 0.0680,
        "fillCellCount": 630,
    },
}
[cells by family (layout without fill, tap and decap cells)]
group | Yosys count | in the layout | share of synthesized area
buffers and inverters | 8 | 13 | 0.0247
and+or+nand+nor | 70 | 70 | 0.305
adders and majority gates | 1 | 1 | 0.00990
DFF | 30 | 30 | 0.475
AOI/OAI and AO/OA | 18 | 18 | 0.0772
xor gates and xnor gates | 13 | 13 | 0.0901
muxes | 2 | 2 | 0.0178
[sequential cells by signal, indices dropped and copies added, names as in the netlist]
name and flops:
q 4, clkdiv 26
[cell usage in the layout, fill, tap and decap left out, types with 5 or more instances in the layout]
| master | netlist | final |
|---|---|---|
| dfxtp_1 | 30 | 30 |
| nor2b_1 | 7 | 7 |
| xnor2_1 | 9 | 9 |
| nand4_1 | 6 | 6 |
| nand2_1 | 8 | 8 |
| o21ai_0 | 6 | 6 |
| nor2_1 | 16 | 16 |
| or3_1 | 6 | 6 |
| clkdlybuf4s50_1 | 0 | 5 |
| a21oi_1 | 9 | 9 |
| or4_1 | 6 | 6 |
| nand3_1 | 8 | 8 |
[layer usage]
metal  share of wire  track usage
met1            0.54       0.0617
met2            0.41       0.0629
met3           0.049       0.0128
met4          0.0072      0.00559
met5               0            0
[how the worst min path moves through the flow]
stage,from,endpoint,slack [ns]
CTS,clkdiv[0]$_SDFF_PP0_,clkdiv[0]$_SDFF_PP0_,0.47
global route,clkdiv[0]$_SDFF_PP0_,clkdiv[0]$_SDFF_PP0_,0.51
finish,clkdiv[0]$_SDFF_PP0_,clkdiv[0]$_SDFF_PP0_,0.47
[area by class of cell]
cell class	count	area, µm²	share of cell area
multi-input combinational	104	632	0.431
sequential	30	601	0.410
tap	75	93.8	0.0640
timing repair buffer	6	57.6	0.0392
clock buffer	3	41.3	0.0282
clock inverter	1	30.0	0.0205
inverter	3	11.3	0.00768
[power groups by stage]
stage | clock network, mW | registers (mW) | logic, mW
global route | 0.167 | 0.192 | 0.0102
finish | 0.156 | 0.192 | 0.00875
CTS | 0.161 | 0.192 | 0.00886
[per-stage QoR]
step / power (mW) / util / cell area [µm²]
after detailed placement: 0.205 / 0.236 / 1400
final: 0.357 / 0.248 / 1470
after global placement: 0.205 / 0.236 / 1400
after floorplan: 0.202 / - / 1260
after CTS: 0.362 / 0.248 / 1470
after global routing: 0.370 / 0.248 / 1470
[critical path, stage by stage (launching register included)]
cell and delay (ns):
dfxtp_1 0.38, ha_1 0.24, nand4_1 0.20, or4_1 0.65, or3_1 0.40, a21oi_1 0.14
Power figures rest on the tool's default switching activity, not on a simulated workload.
