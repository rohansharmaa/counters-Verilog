==> ./design.v <==
`timescale 1ns / 1ps
module up(clk,rst,q);
    input clk,rst;
    output reg[3:0] q;
    reg [27:0] clkdiv;
    always@(posedge clk)
        begin 
        if(~rst) clkdiv<=0;
        else
        clkdiv<=clkdiv+1;
        end
    always@(posedge clkdiv[25])
        begin
        if(!rst)
            q<=4'b0000;
        else
            q<=q+1'b1;
        end
endmodule
==> ./run.sh <==
#!/bin/bash
# OpenROAD 26Q1-2900-gdf79404cd8, Yosys 0.63+post, stock flow scripts
make -C /OpenROAD-flow-scripts/flow DESIGN_CONFIG=/design/flow/config.mk WORK_HOME=/design/flow/orfs finish
==> ./config.mk <==
export PLATFORM = sky130hd
export DESIGN_NAME = up
export DESIGN_NICKNAME = up
export VERILOG_FILES = /design/flow/design.v
export SDC_FILE = /design/flow/constraint.sdc
export NUM_CORES = 4
export LEC_CHECK = 1
export CORE_AREA = 10 10 99 99
export DIE_AREA = 0 0 109 109
==> ./constraint.sdc <==
current_design up

set clk_period 5.4
set clk_io_pct 0.2

create_clock -name clk0 -period $clk_period [get_ports {clk}]

set non_clock_inputs [all_inputs -no_clocks]
set_input_delay [expr $clk_period * $clk_io_pct] -clock clk0 $non_clock_inputs
set_output_delay [expr $clk_period * $clk_io_pct] -clock clk0 [all_outputs]
==> flow_summary_export.csv <==
group,metric,value,unit
floorplanning,core_area,7727,um2
drt,viasPerCell,3.930,
critical_path,end_kind,"register",
job,maxCapViolCount,0,
floorplanning,fp_util,16.52,%
job,openroad.warnings,25,
drt,drc,0,
final_timing,tns,0,ns
hold_path,hold_class,"reg -> reg",
cells_and_area,fill_cells,842,
power,p_leak,0.4608,nW
floorplanning,fp-row-count,32,
final_timing,untimed_endpoints,8,
synth,syn_inst,138,
power,peakVddDrop,0.1000,mV
synth,ff_type,"dfxtp_1",
clock_network,cts_resized,0,
floorplanning,die_w,109,um
clock_network,root_buffer,"clkbuf_8",
critical_path,startpoint_type,"primary input",
drt,diodes,0,
final_timing,fin_crit_sh,34.60,%
final_timing,finalHoldViolCount,0,
synth,synth_area,1276,um2
synth,ys_ff,30,
final_timing,fin_hold_ws,0.4667,ns
synth,ys_cells,138,
floorplanning,die_h,109,um
floorplanning,die-area,11880,um2
global_route,grt_overflow,0,
clock_network,insertion_delay,0.27,ns
final_timing,drv_slew,0,
drt,drt-initial-drc-count,30,
synth,async_flop_share,0,%
power,power_density,210.8,nW/um2
synth,ys_warn_count,1,
clock_network,post_cts_buffers,0,
cells_and_area,seq_area,600.6,um2
final_timing,slew_headroom,68.95,%
clock_network,cts_hold_buf,0,
clock_network,cts.clk_slew.worst_paths,0.08,ns
cells_and_area,comb_area,636.9,um2
drt,wl_per_cell,9.062,um
cells_and_area,lay_top_count,"dfxtp_1",
final_timing,unclocked_pins,4,
critical_path,arrival,2.01,ns
clock_network,ctsHtreeMaxLevel,1,
synth,edf_count,0,
final_timing,timing.fmax,0.5352,GHz
synth,post_synth.cell_area_avg,9.248,um2
global_route,first_global_vias,906,
outcome,status,"completed",
final_timing,tightest_slew,0.4651,ns
global_route,grt_max_degree,29,
critical_path,crit_path_max_fanout,28,
clock_network,clockBufferDepth,2,
cells_and_area,final_core_util,18.94,%
global_route,grtUsageTotal,3.799,%
global_route,antenna_found_initial,0,
placement,numPortBuffers,5,
floorplanning,ios,6,
critical_path,worstPathRequired,5.54,ns
critical_path,crit_type,"in -> reg",
final_timing,setup_viol,0,
drt,drt_pass1_iterations,4,
clock_network,cts_buffers,3,
cells_and_area,final_area,1464,um2
cells_and_area,final_cell_mix,"dfxtp_1, nor2_1, xor2_1",
placement,place_hpwl,1.477,mm
placement,routabilityCongestion,0.7560,
drt,routed_wl,2.202,mm
synth,ys_types,24,
cells_and_area,area_growth,14.71,%
drt,antenna_left,0,
clock_network,cts_tree,"done",
placement,place_area,1423,um2
global_route,grt_pass1_wl,3.864,mm
drt,vias,955,
synth,yosys-stat-area,1276,um2
final_timing,fin_skew,0.004811,ns
synth,yosysSeqAreaShare,47.06,%
cells_and_area,drive_gt1_share,4.255,%
final_timing,rsz0062_at_grt,"false",
final_timing,fin_crit,1.868,ns
[cell usage after synthesis, types with 3 or more instances]
master    n  area share, %
a21oi_1  11            4.3
and2_1    3            1.5
and4_1    5            3.4
dfxtp_1  30             47
nand2_1   6            1.8
nand3_1  10            3.9
nand4_1   6            2.9
nor2_1   17            5.0
o21ai_0   5            2.0
o31ai_1   6            3.5
or3_1     5            2.5
or4_1     6            3.5
xnor2_1   3            2.1
xor2_1   12            8.2
[state kept, by name, summed over array words and instances, names as in the netlist]
register / cells
q: 4
clkdiv: 26
[metrics by stage]
step | worst slack, ns | cells | total power, mW
finish | 3.532 | 243 | 0.3086
global route | 3.459 | 243 | 0.3229
CTS | 3.524 | 243 | 0.3125
detailed placement | 3.241 | 240 | 0.2069
global placement | 3.265 | 240 | 0.2072
floorplan | 3.751 | 138 | 0.2046
[worst paths after layout]
kind,depth (start not counted),endpoint,from,slack [ns]
setup / recovery,3,clkdiv[16],rst,3.53
hold / removal,1,clkdiv[0],clkdiv[0],0.47
setup reg to reg,4,clkdiv[15],clkdiv[5],3.58
hold reg to reg,1,clkdiv[0],clkdiv[0],0.47
[critical path, cell delays in order]
cell and delay (ns):
clkdlybuf4s50_1 0.45, inv_2 0.37, nor2_1 0.10
[final cells by class]
cell class | count | share of cell area, %
Inverter | 2 | 0.5128
Timing Repair Buffer | 5 | 3.419
Multi-Input combinational cell | 101 | 43.50
Sequential cell | 30 | 41.03
Clock buffer | 3 | 2.821
Tap cell | 102 | 8.718
[power by group]
part           internal (mW)  leakage, nW  switching (mW)
logic                0.00256        0.196         0.00470
clock network         0.0499       0.0216          0.0562
registers              0.193        0.243         0.00172
[routing by layer]
layer	share of wire, %	up-vias	track usage, %
met5	0	-	0
met4	1.6	0	0.5650
met3	6.2	2	1.135
met2	42	17	6.298
met1	50	433	4.890
li1	-	503	-
[kinds of logic after synthesis]
family	count (synthesis)	synth area share [%]
AOI/OAI and AO/OA	22	9.803
xor gates and xnor gates	15	10.29
adders and majority gates	2	1.960
buffers and inverters	7	3.039
DFF	30	47.06
and+or+nand+nor	62	27.84
Power and IR drop assume default switching activity.
