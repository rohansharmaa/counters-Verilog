## flow/run.sh

```bash
#!/bin/bash
# OpenROAD 26Q1-2900-gdf79404cd8, Yosys 0.63+post, stock flow scripts
make -C /OpenROAD-flow-scripts/flow DESIGN_CONFIG=/design/flow/config.mk WORK_HOME=/design/flow/orfs finish
```

## flow/config.mk

```make
export PLATFORM = sky130hd
export DESIGN_NAME = down
export DESIGN_NICKNAME = down
export VERILOG_FILES = /design/flow/design.v
export SDC_FILE = /design/flow/constraint.sdc
export NUM_CORES = 4
export LEC_CHECK = 1
export CORE_AREA = 10 10 70 70
export DIE_AREA = 0 0 80 80
```

## flow/constraint.sdc

```tcl
current_design down

set clk_period 1.2
set clk_io_pct 0.2

create_clock -name clk0 -period $clk_period [get_ports {clk}]

set non_clock_inputs [all_inputs -no_clocks]
set_input_delay [expr $clk_period * $clk_io_pct] -clock clk0 $non_clock_inputs
set_output_delay [expr $clk_period * $clk_io_pct] -clock clk0 [all_outputs]
```

## flow/design.v

```verilog
`timescale 1ns / 1ps
module down(clk,rst,q);
    input clk,rst;
    output reg[3:0] q;
    always@(posedge clk)
    begin
        if(!rst)
            q<=4'b1111;
        else
            q<=q-1'b1;    
    end
endmodule
```

==> results_dict.tcl <==
# yosys + openroad results
set metrics [dict create \
    ff_type "dfxtp_1" \
    p_per_area_nw_per_um2 1185 \
    min_from "q[0]$_SDFF_PN1_" \
    power_mw 0.3587 \
    worst_slack_ps 90.98 \
    top_cell "dfxtp_1" \
    clk_pin_slew_ps 40 \
    drc 0 \
    critPathCaptureType "flip-flop" \
    synth_cell_types 8 \
    avgSynthCellArea_um2 10.01 \
    die-width_um 80 \
    edf_count 0 \
    max_cap_violations 0 \
    reg_top3 "q: 4 flops" \
    num-fill-cells 407 \
    relSlewSlack_pct 84.06 \
    synth_stat.cells 14 \
    synthTopCellsByCount "dfxtp_1 (4), nand2_1 (3), inv_1 (2)" \
    numSynthFlops 4 \
    totalWireLength_um 434 \
    port_buffers 5 \
    switching_share_pct 21.10 \
    hold_class "reg -> reg" \
    fp_util_pct 4.103 \
    async_reset_ff_share_pct 0 \
    drt_pre_antenna_iters 4 \
    route.detailed.wl_per_inst_um 5.945 \
    setup_tns_ps 0 \
    period_used_pct 92.42 \
    yosys_warnings 1 \
    cp.arrival_ps 1280 \
    largest_area_cell "dfxtp_1" \
    timing.fmax_mhz 901.7 \
    clkPwrFrac_pct 46.4 \
    tool_warnings 25 \
    area_leaders "dfxtp_1 (57%), ha_1 (8.9%), nand2_1 (8.0%)" \
    hold_viol 0 \
    largest_reg_flops 4 \
    routabilityCongestion 0.6470 \
    finalSetupViolations 0 \
    crit_fanout 3 \
    crit_start "q[1]$_SDFF_PN1_" \
    drive_gt1_share_pct 42.31 \
    startpoint_type "flip-flop" \
    cts_buffers 3 \
    ioPinCount 6 \
    dpl_worst_slack_ps 92.52 \
    maxSlewViolCount 0 \
    top_register "q" \
    syn_to_final_growth_pct 116.1 \
    synth_top_area_share_pct 57.14 \
    cts_max_level 1 \
    vias_per_cell 1.986 \
    grt_max_degree 5 \
    die_area_um2 6400 \
    critPathSlowestCell "or4_1" \
    vias 145 \
    drtIter0Drc 5 \
    required_ps 1370 \
    cts_tree "yes" \
    syn_inst 14 \
    ir_drop_mv 0.1652 \
    cts.path.max_buffers 2 \
    ys_area_um2 140.1 \
    clock-sinks 4 \
    die_h_um 80 \
    grt_pass1_vias 144 \
    outcome "complete, no violations" \
    p_leak_nw 0.1138 \
    period_needed_ps 1109 \
    skew_ps 3.672 \
    grt_pass1_wl_um 696 \
    intPower_mw 0.2830 \
    antenna_found_initial 1 \
    tightest_slew_ps 237.1 \
    insertion_delay_ps 240 \
    cts_hold_buf 0 \
    num_rows 21 \
    gr-usage-all-layers_pct 1.597 \
    root_buffer "clkbuf_4" \
    syn_area_um2 140.1 \
    crit_path_max_incr_delay_ps 510 \
    path_class "reg -> reg" \
    combPwrFrac_pct 12.2 \
    postRouteAntennaNets 0 \
    r2r-start "q[1]$_SDFF_PN1_" \
    switchingPower_mw 0.07570 \
    coreArea_um2 3416 \
    crit_chain "buf_4, or4_1, nand3_1" \
    rsz0062_at_grt "false" \
    grt.overflow.total 0 \
    sequentialPowerShare_pct 41.4 \
    yosysSeqAreaShare_pct 57.14 \
]
## cell usage in the layout (no fill, tap or decap)
cell	n
buf_4	4
clkbuf_4	3
clkdlybuf4s50_1	1
dfxtp_2	4
diode_2	1
dlygate4sd2_1	4
ha_1	1
inv_1	2
nand2_1	3
nand3_1	1
o31ai_1	1
or4_1	1
xnor2_1	1
## power by group through the flow
stage,Clock (mW),Sequential (mW),Combinational [mW]
after CTS,0.169,0.148,0.0444
after global routing,0.190,0.149,0.0510
final,0.167,0.148,0.0438
## metal layers
layer	GRT usage (%)	up-vias	part of all wire [%]
met5	0	-	0
li1	-	73	-
met3	3.182	0	33
met1	1.195	64	37
met2	1.685	8	30
met4	0.3521	0	0
## critical path: cells and delay by family (launching register included)
family / cells / cell delay, ps
buffers and inverters: 1 / 130
flip-flops: 1 / 310
AND/OR/NAND/NOR: 2 / 600
## cell type report
class	instances	area (µm²)	area share [%]
antenna	1	2.502	0.8264
timing repair buffer	9	75.07	24.79
clock buffer	3	22.52	7.438
inverter	2	7.507	2.479
multi-input combinational	8	52.55	17.36
sequential	4	85.08	28.10
tap	46	57.56	19.01
## what timing repair did
action | in CTS | in global routing
resized | 8 | 0
endpoints found under the setup margin | 4 | 0
buffers inserted | 4 | 0
## through the flow
stage,util [%],hold slack [ps],std cells,cell area [µm²]
after floorplan,-,301.9,14,140.1
after global placement,7.253,398.6,65,247.7
after detailed placement,7.253,429.2,65,247.7
after CTS,8.791,516.0,72,300.3
after global routing,8.864,537.0,73,302.8
final,8.864,518.6,73,302.8
## final timing paths
check / endpoint / slack [ps] / depth (start not counted)
worst max-delay path: q[3]$_SDFF_PN1_ / 90 / 3
worst min-delay path: q[0]$_SDFF_PN1_ / 520 / 2
worst max register to register: q[3]$_SDFF_PN1_ / 90 / 3
worst min register to register: q[0]$_SDFF_PN1_ / 520 / 2
## cells by family after synthesis
logic type | Yosys count | share of synthesized area (%)
simple gates | 5 | 16.96
flops | 4 | 57.15
buf+inv | 2 | 5.359
compound gates | 1 | 5.359
xor+xnor | 1 | 6.251
fa+ha+maj | 1 | 8.927
Power figures rest on the tool's default switching activity, not on a simulated workload.
